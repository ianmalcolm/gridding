==> flow/config.mk <==
export PLATFORM = sky130hd
export DESIGN_NAME = F
export DESIGN_NICKNAME = F
export VERILOG_FILES = /design/flow/design.v
export SDC_FILE = /design/flow/constraint.sdc
export NUM_CORES = 4
export LEC_CHECK = 1
export CORE_UTILIZATION = 50
==> flow/design.v <==
`timescale 1ns / 1ps
module BUFFER(input [DATA_WIDTH-1:0] data_in,
					input clk,
					input ce,
					input rst,
					output [DATA_WIDTH-1:0] data_out
);
parameter DATA_DEPTH = 4;
parameter DATA_WIDTH = 32;
reg [DATA_DEPTH-1:0] shift_reg [DATA_WIDTH-1:0];
genvar i;
generate
	for (i=0; i < DATA_WIDTH; i=i+1) begin: buffer
		always @(posedge clk) begin
			if (rst==1'b1) begin
				shift_reg[i] <= 0;
			end else begin
				if (ce) begin
					if (DATA_DEPTH<2) begin
						shift_reg[i] <= data_in[i];
					end else begin
						shift_reg[i] <= {shift_reg[i][DATA_DEPTH-2:0], data_in[i]};
					end
				end
			end
		end
		assign data_out[i] = shift_reg[i][DATA_DEPTH-1:DATA_DEPTH-1];
	end
endgenerate
endmodule
`timescale 1ns / 1ps
module F(
    input empty,
    input [15:0] iu,
    input [15:0] iv,
    input [15:0] offset,
    input [PRECISION-1:0] indatar,
    input [PRECISION-1:0] indatai,
	 output read,	 
	 output valid,  
    output [15:0] gind,
    output [15:0] cind,
	 output [PRECISION-1:0] outdatar,
	 output [PRECISION-1:0] outdatai,
    input clk,
    input rst
    );
	parameter CELLSIZE= 5.0;
	parameter BASELINE = 2000;
	parameter WSIZE = 2; 
	parameter NCHAN = 1;
	parameter GSIZE = 32; 
	parameter COMPLEX = 2;
	parameter PRECISION = 32;
	parameter BRAM_PARALLELISM_BITS = 4;
	parameter BRAM_DEPTH_BITS = 10;
	parameter FREQ = (1.4e9 - 2.0e5) / 2.998e8;  
	parameter SUPPORT = 7; 
	parameter SSIZE = 2*SUPPORT+1;
	parameter WCELLSIZE = 2 * BASELINE * FREQ / WSIZE;
	parameter OVERSAMPLE = 2; 
	parameter CSIZE = SSIZE * SSIZE * OVERSAMPLE * OVERSAMPLE * WSIZE;
	reg [15:0] g_row,iu_support,prefetch_cind,gind_start,cind_start,cp,gp;
	reg prefetch_valid;
	wire [PRECISION-1:0] buf_datar_out,buf_datai_out;
	wire shift_en;
	BUFFER #(
		.DATA_WIDTH(PRECISION),
		.DATA_DEPTH(2)
	) buf_datar (
		.data_in(indatar), 
		.clk(clk), 
		.ce(shift_en), 
		.rst(rst), 
		.data_out(buf_datar_out)
	);
	BUFFER #(
		.DATA_WIDTH(PRECISION),
		.DATA_DEPTH(2)
	) buf_datai (
		.data_in(indatai), 
		.clk(clk), 
		.ce(shift_en), 
		.rst(rst), 
		.data_out(buf_datai_out)
	);
	assign gind = gind_start + gp;
	assign cind = cind_start + cp;
	assign read = empty == 0 && (state == idle ||
											state == prefetch ||
											(state == incremental && cp >= SSIZE - 1));
	assign valid = (state == fetch) || (state == incremental);
	assign outdatar = valid ? buf_datar_out : 0;
	assign outdatai = valid ? buf_datai_out : 0;
	assign shift_en = (state == idle && empty == 0) ||
							(state == prefetch) || 
							(state == incremental && cp >= SSIZE - 1);
   parameter idle				= 2'b00;
   parameter prefetch		= 2'b01;
   parameter fetch			= 2'b10;
   parameter incremental	= 2'b11;
   (* FSM_ENCODING="SEQUENTIAL", SAFE_IMPLEMENTATION="NO" *) reg [1:0] state = idle;
   always@(posedge clk)
      if (rst) begin
			state <= idle;
			gind_start <= 0;
			cind_start <= 0;
			g_row <= g_row;
			iu_support <= 0;
			cp <= 0;
			gp <= 0;
			prefetch_valid <= 0;
			prefetch_cind <= 0;
      end else
         (* FULL_CASE, PARALLEL_CASE *) case (state)
            idle : begin
               if (empty==0)
                  state <= prefetch;
               else 
                  state <= idle;
               cp <= 0;
					gp <= 0;
					gind_start <= 0;
					cind_start <= 0;
					if (empty==0) begin
						g_row <= GSIZE * iv;
						iu_support <= iu - SUPPORT;
						prefetch_cind <= offset / SSIZE;
						prefetch_valid <= 1;
					end else begin
						g_row <= 0;
						iu_support <= 0;
						prefetch_valid <= 0;
						prefetch_cind <= 0;
					end
            end
            prefetch : begin
               state <= fetch;
               cp <= 0;
					gp <= 0;
					if (empty==0) begin
						g_row <= GSIZE * iv;
						iu_support <= iu - SUPPORT;
						prefetch_cind <= offset / SSIZE;
						prefetch_valid <= 1;
					end else begin
						g_row <= 0;
						iu_support <= 0;
						prefetch_cind <= 0;
						prefetch_valid <= 0;
					end
					gind_start <= g_row + iu_support;
					cind_start <= prefetch_cind;
				end
            fetch : begin
               state <= incremental;
					gind_start <= gind_start;
					cind_start <= cind_start;
					g_row <= g_row;
					iu_support <= iu_support;
               cp <= cp + 1;
					gp <= gp + GSIZE;
					prefetch_cind <= prefetch_cind;
					prefetch_valid <= prefetch_valid;
            end
            incremental : begin
               if (cp >= SSIZE - 1 && prefetch_valid == 1)
                  state <= fetch;
               else if (cp >= SSIZE - 1 && prefetch_valid == 0)
                  state <= idle;
               else
                  state <= incremental;
					if (cp >= SSIZE - 1) begin
						cp <= 0;
						gp <= 0;
					end else begin
						cp <= cp + 1;
						gp <= gp + GSIZE;
					end
					if (cp >= SSIZE - 1 && prefetch_valid == 1) begin  
						if (empty==0) begin
							g_row <= GSIZE * iv;
							iu_support <= iu - SUPPORT;
							prefetch_cind <= offset / SSIZE;
							prefetch_valid <= 1;
						end else begin
							g_row <= 0;
							iu_support <= 0;
							prefetch_cind <= 0;
							prefetch_valid <= 0;
						end
						gind_start <= g_row + iu_support;
						cind_start <= prefetch_cind;
					end else if (cp >= SSIZE - 1 && prefetch_valid == 0) begin  
						if (empty==0) begin
							g_row <= GSIZE * iv;
							iu_support <= iu - SUPPORT;
							prefetch_cind <= offset / SSIZE;
							prefetch_valid <= 1;
						end else begin
							g_row <= 0;
							iu_support <= 0;
							prefetch_cind <= 0;
							prefetch_valid <= 0;
						end
						gind_start <= 0;
						cind_start <= 0;
					end else begin	 
						gind_start <= gind_start;
						cind_start <= cind_start;
						g_row <= g_row;
						iu_support <= iu_support;
						prefetch_cind <= prefetch_cind;
						prefetch_valid <= prefetch_valid;
					end
            end
         endcase
endmodule
==> flow/constraint.sdc <==
current_design F

set clk_period 11.1
set clk_io_pct 0.2

create_clock -name clk0 -period $clk_period [get_ports {clk}]

set non_clock_inputs [all_inputs -no_clocks]
set_input_delay [expr $clk_period * $clk_io_pct] -clock clk0 $non_clock_inputs
set_output_delay [expr $clk_period * $clk_io_pct] -clock clk0 [all_outputs]
==> flow/run.sh <==
#!/bin/bash
# OpenROAD 26Q1-2900-gdf79404cd8, Yosys 0.63+post, stock flow scripts
make -C /OpenROAD-flow-scripts/flow DESIGN_CONFIG=/design/flow/config.mk WORK_HOME=/design/flow/orfs finish
==> impl_metrics.py <==
# Metrics from the implementation run
metrics = {
    "die": {
        "rows": 56,
        "die_area_sq_um": 24800,
        "chipWidth_um": 157,
        "boundaryPins": 213,
        "dieHeight_um": 157,
        "core_sq_um": 23600,
        "initCoreUtil_pct": 51.2,
    },
    "global_route": {
        "antenna_found_initial": 0,
        "gr-total-overflow": 0,
        "grtUsageTotal_pct": 23.6,
        "grt_max_degree": 83,
        "grt_pass1_vias": 9489,
        "grt_pass1_wl_um": 46400,
    },
    "synthesis": {
        "ys.flops": 227,
        "most_common_cell": "nand2_1",
        "ys_warn_count": 3,
        "yosys-top-cells-count": "326 x nand2_1, 216 x dfxtp_1, 179 x a21oi_1",
        "ys_sh_mux_pct": 1.16,
        "synth_adder_area_share_pct": 4.45,
        "ff_type": "dfxtp_1",
        "async_flop_share_pct": 0,
        "edf_count": 11,
        "yosys.area.top_type": "dfxtp_1",
        "yosys-stat-cells": 1518,
        "synth_area_per_cell_sq_um": 7.96,
        "logic_family": "simple AND/OR/NAND/NOR gates",
        "yosys.area_share.aoi_pct": 21.9,
        "xor_area_share_pct": 5.57,
        "yosysSeqAreaShare_pct": 38.5,
        "syn_inst": 1518,
        "syn-cell-area_sq_um": 12100,
        "ys_sh_simple_pct": 24.0,
        "synthTopCellsByArea": "dfxtp_1 36%, nand2_1 10%, a21oi_1 7.4%",
        "yosysUniqueCellTypes": 92,
        "yosys_area_sq_um": 12100,
        "synth.top_cell.area_share_pct": 35.8,
    },
    "clocking": {
        "clock-sinks": 227,
        "postCtsSetupBuffers": 0,
        "cts-root-buf": "clkbuf_16",
        "clk_latency_ps": 520,
        "clockBufferDepth": 3,
        "hold_buffers": 0,
        "cts_tree": "yes",
        "cts_made_buffers": 24,
        "postCtsResizedCells": 0,
        "clk_pin_slew_ps": 60,
        "htree_num_levels": 1,
    },
    "detailed_routing": {
        "num_antenna_cells": 0,
        "first_iter_violations": 640,
        "dr_total_vias": 10800,
        "via_per_inst": 5.38,
        "dr.pass1.iters": 5,
        "drt-wirelength-per-cell_um": 14.4,
        "drc": 0,
        "drtAntennaViolNets": 0,
        "totalWireLength_um": 28700,
    },
    "timing": {
        "period_used_pct": 86.8,
        "setup-violations-final": 0,
        "finalHoldViolations": 0,
        "timing.fmax_mhz": 104,
        "worst_slew_pin_slew_ps": 838,
        "slew_violations": 0,
        "grt_setup_unrepaired": "false",
        "finalCriticalPeriod_ps": 9630,
        "tns_ps": 0,
        "setup_ws_ps": 1470,
        "relSlewSlack_pct": 44.1,
        "fin_skew_ps": 23.0,
    },
    "worst_setup_path": {
        "start_kind": "primary input",
        "cp_data_arrival_time_ps": 10010,
        "crit_top_cell": "nor2_1",
        "critPathRequiredTime_ps": 11470,
        "worst-path-buf-inv": 1,
        "crit_family": "AND-OR/OR-AND gates",
        "slowest_stage": "clkdlybuf4s50_1",
        "worst_path_largest_cell_delay_ps": 830,
        "path_class": "in -> reg",
        "critPathCaptureType": "flop",
        "crit_fanout": 17,
    },
    "worst_hold_path": {
        "hold_path_class": "reg -> reg",
    },
    "final_layout": {
        "synthToLayoutAreaGrowth_pct": 24.6,
        "final_core_util_pct": 63.7,
        "ff_latch_area_sq_um": 4660,
        "fill_cells": 2063,
        "drive_gt1_share_pct": 5.30,
        "logic_area_sq_um": 6930,
    },
    "job": {
        "cap_violations": 0,
        "warnings": 32,
    },
    "placement": {
        "dpl_worst_slack_ps": 1030,
        "gp_congestion": 0.882,
        "hpwlAfterDp_um": 19800,
        "port_buffers": 207,
    },
    "pwr": {
        "powerDensity_nw_per_um2": 151,
        "leakage_nw": 5.79,
        "ir_drop_uv": 118,
    },
    "status": {
        "status": "completed",
    },
}
worst min-delay path, cell delays in order, from the launching register on:
cell	delay (ps)
dfxtp_1	310
nand2_1	50
nand2_1	40
placed cells by master, fill, tap and decap left out, drive strengths merged, types with 36 or more instances in the layout:
master	Yosys	final
xnor2	39	39
nand2	327	327
a21oi	181	181
ha	39	39
a22o	36	36
dfxtp	216	216
o21ai	52	52
clkdlybuf4s50	0	206
nor2	80	80
xor2	37	37
and2	77	77
cells by family (layout without fill, tap and decap cells):
logic type | Yosys count | count (layout)
compound gates | 407 | 407
fa+ha+maj | 42 | 42
mux | 13 | 13
simple gates | 626 | 626
flops | 227 | 227
xor+xnor | 76 | 76
buf+inv | 127 | 289
path summary, 6_finish.rpt:
check,from,to,slack (ps),cells past startpoint
worst max-delay path,offset[13],prefetch_cind[0],1470,28
worst min-delay path,prefetch_cind[5],prefetch_cind[5],440,2
worst max register to register,cp[0],buf_datar.shift_reg[15][0],7970,11
worst min register to register,prefetch_cind[5],prefetch_cind[5],440,2
through the flow:
step | total power, mW | cell area (sq um) | hold WS (ps) | instances
floorplan | 1.34 | 12100 | 416 | 1518
global placement | 1.50 | 14300 | 430 | 1959
detailed placement | 1.50 | 14300 | 438 | 1959
CTS | 2.28 | 15100 | 446 | 1999
global route | 2.39 | 15100 | 463 | 1999
finish | 2.27 | 15100 | 444 | 1999
routing by layer:
metal  up-vias  global-route usage, %  part of all wire, %
li1       5576                      -                    -
met1      4944                   36.2                   48
met2       205                   37.3                   45
met3        27                   3.36                  4.8
met4         0                   3.28                  1.4
met5         -                      0                    0
area by class of cell:
cell class                 instances  area share [%]
clock buffer                      34            4.70
multi-input combinational       1164            46.1
clock inverter                     6           0.457
sequential                       227            30.9
tap                              319            2.65
inverter                          26           0.648
timing repair buffer             223            14.5
report_power, final:
group | leakage [nW] | switching [mW] | internal [mW] | total [mW]
sequential | 1.87 | 0.0230 | 0.871 | 0.894
clock | 0.383 | 0.313 | 0.464 | 0.777
combinational | 3.54 | 0.352 | 0.242 | 0.594
Power figures rest on the tool's default switching activity, not on a simulated workload.
